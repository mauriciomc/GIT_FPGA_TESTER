<file path="./constraint.sdc">
current_design TOP

set clk_period 19.5
set clk_io_pct 0.2

create_clock -name clk0 -period $clk_period [get_ports {sys_clock}]

set non_clock_inputs [all_inputs -no_clocks]
set_input_delay [expr $clk_period * $clk_io_pct] -clock clk0 $non_clock_inputs
set_output_delay [expr $clk_period * $clk_io_pct] -clock clk0 [all_outputs]
</file>
<file path="./run.sh">
#!/bin/bash
# OpenROAD 26Q1-2900-gdf79404cd8, Yosys 0.63+post, stock flow scripts
make -C /OpenROAD-flow-scripts/flow DESIGN_CONFIG=/design/flow/config.mk WORK_HOME=/design/flow/orfs finish
</file>
<file path="./config.mk">
export PLATFORM = sky130hd
export DESIGN_NAME = TOP
export DESIGN_NICKNAME = TOP
export VERILOG_FILES = /design/flow/design.v
export SDC_FILE = /design/flow/constraint.sdc
export NUM_CORES = 4
export LEC_CHECK = 1
export CORE_UTILIZATION = 40
</file>
<file path="./design.v">
module TOP ( prescaler1,                 
					prescaler2, 
					sys_clock, 
					sys_reset, 
					chain_input,
					chain_output,
					stop,
					comparison_result,
					K, 								 
					bist_decoder_input, 
					mode_mux_sel, 
					sel_chain_input, 
					sel_chain_output, 
					clock_mux_sel, 
					clock, 
					reset, 
					mux_decoder_input, 
					error_flag,
					dispUnidade, 
					dispDezena, 
					dispCentena, 
					dispMilhar,
					switchesH,
					switchesL,
					continua);
input sys_clock;
input sys_reset;
input stop;
input prescaler1;
input prescaler2;
input comparison_result;
input [5:0]chain_input;
input [5:0]chain_output;
input [2:0]switchesH;
input [2:0]switchesL;
input continua;
output reg error_flag;
output [6:0]dispUnidade;
output [6:0]dispDezena;
output [6:0]dispCentena;
output [6:0]dispMilhar;
output reg [5:0]K;
output reg [2:0]bist_decoder_input;
output reg mode_mux_sel;
output reg clock_mux_sel;
output reg sel_chain_input;
output reg sel_chain_output;
output reg [4:0]mux_decoder_input;
output reg clock;
output reg reset;
reg test_clock;
wire [6:0]dispUnidade;
wire [6:0]dispDezena;
wire [6:0]dispCentena;
wire [6:0]dispMilhar;
wire prescaler1;
wire prescaler2;
wire [2:0]switchesH;
wire [2:0]switchesL;
wire sys_clock;
wire sys_reset;
wire stop;
wire [5:0]chain_input;
wire [5:0]chain_output;
wire [14:0] mux_decoder_input_ext;
reg [14:0] alto;
reg [14:0] baixo;
reg test_ok;
reg test_nok;
wire [14:0]display;
reg [31:0]real_counter;
reg [7:0] fsm_state;
integer reset_counter;
integer clock_counter;
integer counter;
reg [7:0] errors;
always @(posedge sys_clock)
begin
	real_counter = (prescaler1? 20000 : 50000) + (prescaler2 ? 10000 : 50000); 	
end
wire [14:0]total_errors;
wire [14:0]total_tests;
reg [14:0]total_errors_reg;
reg [14:0]total_tests_reg;
address_decoder addressDecod (.address(display),
										.displayUnidade(dispUnidade),
										.displayDezena(dispDezena),
										.displayCentena(dispCentena),
										.displayMilhar(dispMilhar),
										.reset(sys_reset));
always @ (posedge sys_clock)
begin
case (switchesH)
		0: alto = chain_input;
		1: alto = chain_output;
		2: alto = K;
		3: alto = mux_decoder_input;
		default: alto = mux_decoder_input;
endcase
case (switchesL)
		0: baixo = chain_input;
		1: baixo = chain_output;
		2: baixo = K;
		3: baixo = mux_decoder_input;
		default: baixo = mux_decoder_input;
endcase
end
wire [14:0] display_L;
wire [14:0] display_H;
assign display_H = alto*100;
assign display_L = baixo;
assign display = sys_reset==0? 0: display_H + display_L;
always @(posedge sys_clock)
begin
        if ( sys_reset == 0 ) begin
                 counter = 0;
                 test_clock<=0;
        end         
        else
                begin
                counter = counter + 1;
                if (counter > real_counter)
                begin
                        test_clock <= ~test_clock;
                        counter=0;
                end
        end
end
wire continua;
always @(negedge test_clock or negedge sys_reset)
begin
		if(!sys_reset)
			error_flag = 0;
		else
			error_flag = (((chain_output == chain_input) && (chain_input == K)) ? 0 : 1);
end
always @(posedge test_clock or negedge sys_reset)
begin
		if(!sys_reset) begin
			 clock<=0;
			 K<=0;
			 mode_mux_sel<=0;
			 clock_mux_sel<=0;
			 bist_decoder_input<=6;
			 mux_decoder_input <= 0;
			 sel_chain_input <= 0;
			 sel_chain_output <= 0;
			 reset<=1;
		end
		else begin
			 reset<=0;
			 K<=K+1;
			 if(K==63) begin
				mux_decoder_input <= mux_decoder_input + 1;
				K<=0;
				if(mux_decoder_input == 21)
					mux_decoder_input<=0;
			 end
		end
end	
endmodule
`timescale 1ns/1ns
module address_decoder ( address,
                         displayUnidade,
							    displayDezena,
							    displayCentena,
							    displayMilhar,
								 reset );
input [14:0] address;
input reset;
output [6:0] displayUnidade;
output [6:0] displayDezena;
output [6:0] displayCentena;
output [6:0] displayMilhar;
wire [14:0] address;
wire [6:0] displayUnidade;
wire [6:0] displayDezena;
wire [6:0] displayCentena;
wire [6:0] displayMilhar;
reg done;
integer counter;
integer nmilhar;
integer ncentena;
integer ndezena;
integer nunidade;
reg [3:0] decod;
reg [3:0] unidade;
reg [3:0] dezena;
reg [3:0] centena;
reg [3:0] milhar;
wire [3:0] unit;
wire [3:0] tens;
wire [3:0] hund;
wire [3:0] thou;
wire [12:0] rmilhar;
wire [12:0] rcentena;
wire [12:0] rdezena;
assign unit = unidade;
assign tens = dezena; 
assign hund = centena; 
assign thou = milhar; 
display_decoder decodUnidade (.data (unit),
								      .display_data (displayUnidade));
display_decoder decodDezena (.data (tens),
								     .display_data (displayDezena));
display_decoder decodCentena (.data (hund),
								      .display_data (displayCentena));
display_decoder decodMilhar ( .data (thou),
										.display_data (displayMilhar));						
always @ (address)
begin
	nmilhar=0;
	ncentena=0;
	ndezena=0;
	nunidade=0;
	nmilhar=address/1000;
	ncentena=(address-(nmilhar*1000))/100;
	ndezena=(address-(nmilhar*1000)-(ncentena*100))/10;
	nunidade=(address-(nmilhar*1000)-(ncentena*100)-(ndezena*10));
	milhar<=nmilhar[3:0];	
	centena<=ncentena[3:0];
	dezena<=ndezena[3:0];
	unidade<=nunidade[3:0];
end
endmodule
`timescale 1ns/1ns
module display_decoder ( data,
                         display_data );
input [3: 0] data;
output [6:0] display_data ;
wire [3: 0] data;
reg [6: 0] display_data;
always @(data) begin
case (data) 
				'd0 : display_data  =  7'b1000000;
			   'd1 : display_data  =  7'b1111001;
			   'd2 : display_data  =  7'b0100100;
			   'd3 : display_data  =  7'b0110000;
			   'd4 : display_data  =  7'b0011001;
			   'd5 : display_data  =  7'b0010010;
			   'd6 : display_data  =  7'b0000010;
			   'd7 : display_data  =  7'b1111000;
			   'd8 : display_data  =  7'b0000000;
			   'd9 : display_data  =  7'b0010000;
	default: display_data = 7'b0000110;
endcase
end
endmodule
</file>
==> impl_metrics.env <==
# physical design summary
export IMPL_critPathMaxStageDelay_ns=0.58
export IMPL_final_area_sq_um=28600
export IMPL_worstMarginPinSlew_ns=0.712
export IMPL_yosys_stat_seqShare_pct=8.04
export IMPL_die_h_um=213
export IMPL_grt_antenna_before_repair=0
export IMPL_yosysUniqueCellTypes=120
export IMPL_synthCells=2441
export IMPL_n_antenna_cell=0
export IMPL_start_kind="input pin"
export IMPL_unclocked_pins=13
export IMPL_ys_flops=68
export IMPL_slowest_stage="fa_1"
export IMPL_finalWorstSetupSlack_ns=-18.33
export IMPL_num_io_pins=74
export IMPL_fp_util_pct=40.9
export IMPL_wl_per_cell_um=15.2
export IMPL_cp_max_fo=8
export IMPL_clk_path_buf_depth=2
export IMPL_crit_top_cell="buf_4"
export IMPL_critical_path_top_delay_family="AND-OR/OR-AND gates"
export IMPL_initialDrtViolationCount=1229
export IMPL_grt_usage_pct=27.0
export IMPL_yosys_area_share_aoi_pct=32.9
export IMPL_synth_adder_area_share_pct=19.9
export IMPL_final_hold_violation_count=0
export IMPL_end_kind="primary output"
export IMPL_utilization_pct=65.9
export IMPL_synth_avg_cell_area_sq_um=7.28
export IMPL_pre_cts_ws_ns=-19.39
export IMPL_first_pass_iters=5
export IMPL_path_buffers=30
export IMPL_place_gp_congestion=0.947
export IMPL_cts_tree="done"
export IMPL_topCellsByArea="ha_1 (16%), dfxtp_1 (6.2%), a21oi_1 (5.2%)"
export IMPL_grt_pass1_vias=20600
export IMPL_rsz0062_at_grt="yes"
export IMPL_netlist_area_sq_um=17800
export IMPL_yosysWarnings=3
export IMPL_holdWs_ns=0.501
export IMPL_tool_warnings=60
export IMPL_ys_area_sq_um=17800
export IMPL_mux_share_pct=2.56
export IMPL_drc=0
export IMPL_num_rows=76
export IMPL_grt_max_degree=32
export IMPL_top_area_cell="ha_1"
export IMPL_clkTransAtPathRegs_ns=0.07
export IMPL_dp_cells=3811
export IMPL_fmax_mhz=26.4
export IMPL_vias=21700
export IMPL_xor_share_pct=7.23
export IMPL_worst_path_stages=164
export IMPL_clock_latency_ns=0.29
export IMPL_finalNonFillerCells=3938
export IMPL_hold_path_class="register to register"
export IMPL_dp_hpwl_mm=48.0
export IMPL_synth_main_ff_cell="dfxtp_1"
export IMPL_io_buffers=62
export IMPL_synth_stat_cells=2441
export IMPL_grt_pass1_wl_mm=99.9
export IMPL_coreArea_sq_um=43500
export IMPL_fin_crit_ns=37.83
export IMPL_cp_data_required_time_ns=15.60
export IMPL_drive_gt1_share_pct=41.2
export IMPL_htreeDepth=2
export IMPL_cts_root_buf="clkbuf_16"
export IMPL_syn_to_final_growth_pct=61.2
export IMPL_cap_viol_max_count=0
export IMPL_setup_viol=21
export IMPL_path_class="input pin to primary output"
export IMPL_vias_per_cell=5.52
export IMPL_topCombFamilyByArea="AND-OR/OR-AND gates"
export IMPL_timing_final_crit_share_pct=194
export IMPL_wirelength_mm=60.0
export IMPL_status="finished with violations"
export IMPL_antenna_left=0
export IMPL_common_cells="ha_1 (221), nand2_1 (210), nor2_1 (202), a21oi_1 (183), o21ai_0 (129)"
export IMPL_slew_headroom_pct=52.1
export IMPL_cts_buffers=5
export IMPL_top_area_share_pct=15.6
export IMPL_finalSetupTns_ns=-279.26
export IMPL_rr_worst_depth=16
export IMPL_fin_worst_skew_ns=0.00473
export IMPL_cp_arrival_ns=33.93
export IMPL_post_dp_cell_area_sq_um=25800
export IMPL_top_cell="ha_1"
export IMPL_violations="setup timing"
export IMPL_chipWidth_um=213
export IMPL_whs_path_depth=1
export IMPL_slew_viol_final=0
export IMPL_synthArstFlopShare_pct=19.1
export IMPL_dieArea_sq_um=45300
export IMPL_edf_count=0
export IMPL_ys_sh_simple_pct=23.9
export IMPL_overflow=0
export IMPL_unconstrained_endpoints=25
## state kept, by name, summed over array words and instances (netlist names)
name               flops
counter               32
real_counter          10
K                      6
alto                   6
baixo                  6
mux_decoder_input      5
error_flag             1
reset                  1
test_clock             1
## what timing repair did
item,4_1_cts,5_1_grt
hold buffers,0,0
setup endpoints to repair,21,21
pin swaps,123,116
cloned,2,0
resized,278,159
setup buffers,89,45
## layout make-up
class	count	area, sq um
Tap cell	585	732
Clock buffer	6	129
Clock inverter	2	38.8
Multi-Input combinational cell	2163	18100
Fill cell	3355	14800
Inverter	127	484
Sequential cell	68	1430
Timing Repair Buffer	987	7770
## kinds of logic after synthesis
| kind of cell | count (synthesis) |
|---|---|
| DFF | 68 |
| buffers and inverters | 238 |
| adders and majority gates | 261 |
| muxes | 44 |
| AOI/OAI and AO/OA | 830 |
| xor gates and xnor gates | 141 |
| and+or+nand+nor | 857 |
| other | 2 |
## worst paths after layout
kind	startpoint	end	slack [ns]
hold / removal	counter[0]	counter[0]	0.50
hold reg to reg	counter[0]	counter[0]	0.50
setup / recovery	sys_reset	dispUnidade[2]	-18.33
setup reg to reg	counter[2]	counter[2]	15.45
## worst reg2reg max path: cells and delay by family, from the launching register on
kind            cells  cell delay, ns
simple gates       13            2.82
compound gates      2            0.41
buf+inv             1            0.34
flops               1            0.42
## cells in the final DEF, fill, tap and decap left out, types with 14 or more instances in the layout
cell             count
o211ai_1            39
nor2b_1             17
a21o_1              48
buf_4              874
o21a_1              26
nand2b_1            34
fa_1                34
dfxtp_1             55
a211oi_1            19
a31oi_1             21
nand4_1             33
o21ai_1             26
mux2i_1             33
and3_1              37
clkdlybuf4s50_1     43
xnor2_1             71
a211oi_2            17
conb_1              30
nor4_1              14
o21ai_0             91
nor3_2              14
nand3_1             91
o22ai_1             20
o21ai_2             19
and2_1              20
buf_6               41
nand2_1            192
a21oi_1            139
a21oi_2             40
nor2_1             185
inv_1              112
o31ai_1             14
ha_1               207
nor3_1              49
xor2_1              56
## layer usage
layer | routed length, um | vias to the layer above | global-route usage (%)
met1 | 29500 | 10200 | 39.8
met3 | 2300 | 77 | 2.25
met2 | 26800 | 458 | 43.3
met4 | 1370 | 0 | 5.71
li1 | - | 11000 | -
met5 | 0 | - | 0
