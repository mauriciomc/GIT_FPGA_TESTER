==> flow/design.v <==
module k_counter(clk, rst, counter_ammount_i, end_test_flag);
parameter DATA_WIDTH = 6;
parameter NUMBER_OF_COMBINATIONS = 7'b1000000;
parameter HALF_COMBINATIONS     = 7'b0100000;
input clk;
input rst;
output reg end_test_flag;
output reg [DATA_WIDTH-1:0] counter_ammount_i;		 
reg dff_reset_i;
reg [DATA_WIDTH-1:0] add_2_n;
reg [DATA_WIDTH-1:0] div_n;
reg [DATA_WIDTH : 0] counter;  
reg [DATA_WIDTH-1:0] prev_counter_ammount_i;	 
reg error_sync;
reg error_bist;
reg age_test;
reg [6:0] state;
reg diag_mode;
reg [3:0] block_number;
reg [2:0] state_rst;
	reg [2:0] state_error;	
	always @ (posedge clk or posedge rst) begin
		if(rst) begin
			counter_ammount_i <= 0;
			counter <= 0;
			add_2_n <= 0;
			state <= 0;			
			block_number <= 4'hF;			
			end_test_flag <= 0;
		end
		else begin
			state <= state;
			case (state)				
				0: begin
					counter_ammount_i <= 0;
					counter <= 0;					
					state <= state + 1;
				end
				1: begin
					age_test <= 0;		 
					counter_ammount_i <= counter_ammount_i + 1;
					counter <= counter + 1;
					state <= state + 1;				
				end
				2: begin									
					if (counter_ammount_i == 0) begin	 
						state <= state + 10;		
					end
					else begin						
						counter <= counter + 1;
						if (counter_ammount_i % 2 == 0) begin	 
							state <= state + 2;											
						end
						else begin					
							state <= state  + 1;
						end
					end
				end									
				3: begin							
					if (counter == 7'b100_0000) begin
						state <= state - 1;
						counter_ammount_i <= counter_ammount_i + 1;
						counter <= 0;						 
					end
					else begin					
						state <= state;
						counter_ammount_i <= counter_ammount_i;
						counter <= counter + 1;					
					end
				end
				4: begin					
					counter <= counter + 1;
					prev_counter_ammount_i <= counter_ammount_i;
					if(counter_ammount_i % 128 == 0) begin
						state <= state + 1;
						div_n <= 128;
					end
					else 
						if(counter_ammount_i % 64 == 0) begin
							state <= state + 1;						
							div_n <= 64;
						end
					else 
						if(counter_ammount_i % 32 == 0) begin
							state <= state + 1;
							div_n <= 32;					
						end
					else
						if(counter_ammount_i % 16 == 0) begin
							state <= state + 1;
							div_n <= 16;					
						end
					else
						if(counter_ammount_i % 8 == 0) begin
							state <= state + 1;
							div_n <= 8;						
						end
					else
						if(counter_ammount_i % 4 == 0) begin
							state <= state + 1;
							div_n <= 4;					
						end					
					else begin						
						state <= state + 5;
					end	
				end
				5: begin					
					if(counter * div_n == NUMBER_OF_COMBINATIONS) begin
						counter_ammount_i <= prev_counter_ammount_i;
						state <= state + 1;
						add_2_n <= add_2_n + 1;
						counter <= 0;
					end
					else begin
						state <= state;
						counter_ammount_i <= prev_counter_ammount_i;
						counter <= counter + 1;
						add_2_n <= add_2_n;
					end
				end
				6: begin					
					counter <= counter + 1;					
					if(add_2_n == div_n) begin
						state <= state - 5;
						counter_ammount_i <= prev_counter_ammount_i;
						counter <= 0;
						add_2_n <= 0;						
					end
					else begin
						counter_ammount_i <= add_2_n;				
						state <= 5; 
						add_2_n <= add_2_n;		
					end	
				end
				7: begin					
				end
				8: begin
				end
				9: begin	 
					counter <= counter + 1;
					if(counter == HALF_COMBINATIONS - 1) begin	 
						state <= state + 1;
						counter_ammount_i <= 1;
					end
					else begin	
						state <= state;
					end
				end
				10: begin
					counter_ammount_i <= prev_counter_ammount_i;
					counter <= counter + 1;
					state <= state + 1;					
				end
				11: begin
					if (counter == 7'b1000000) begin
						state <= 1;
						counter <= 7'b0000000;
					end
					else begin
						state <= state;
						counter <= counter + 1;					
					end
				end
				12: begin	 
					counter <= 0;					
					state <= state;
					end_test_flag <= 1;
				end			
				default: begin
					state <= 0;
				end		
			endcase
		end
	end		
endmodule
==> flow/run.sh <==
#!/bin/bash
# OpenROAD 26Q1-2900-gdf79404cd8, Yosys 0.63+post, stock flow scripts
make -C /OpenROAD-flow-scripts/flow DESIGN_CONFIG=/design/flow/config.mk WORK_HOME=/design/flow/orfs finish
==> flow/config.mk <==
export PLATFORM = sky130hd
export DESIGN_NAME = k_counter
export DESIGN_NICKNAME = k_counter
export VERILOG_FILES = /design/flow/design.v
export SDC_FILE = /design/flow/constraint.sdc
export NUM_CORES = 4
export LEC_CHECK = 1
export CORE_UTILIZATION = 30
==> flow/constraint.sdc <==
current_design k_counter

set clk_period 4.0
set clk_io_pct 0.2

create_clock -name clk0 -period $clk_period [get_ports {clk}]

set non_clock_inputs [all_inputs -no_clocks]
set_input_delay [expr $clk_period * $clk_io_pct] -clock clk0 $non_clock_inputs
set_output_delay [expr $clk_period * $clk_io_pct] -clock clk0 [all_outputs]
==> flow_summary.ini <==
; implementation run metrics
[status]
status = completed

[synth]
synthesis.area_um2 = 2800
ys_area_um2 = 2800
synthFlopType = sky130_fd_sc_hd__dfrtp_1
yosysWarnings = 1
syn_inst = 301
syn_avg_cell_area_um2 = 9.32
post_synth_num_cell_types = 61
yosys.stat.seqShare_pct = 34.8
synth.largest_area_cell = sky130_fd_sc_hd__dfrtp_1
count_of_library_flops_with_an_enable_pin = 10
top_cell = sky130_fd_sc_hd__nand2_1
ys_async_sr_fraction_pct = 73.0
ys_ff = 37
common_cells = sky130_fd_sc_hd__nand2_1 (30), sky130_fd_sc_hd__nor2_1 (28), sky130_fd_sc_hd__dfrtp_1 (27)
ys_cells = 301
synth_largest_type_area_fraction_pct = 24.1
synthTopCellsByArea = sky130_fd_sc_hd__dfrtp_1 (24%), sky130_fd_sc_hd__edfxtp_1 (11%), sky130_fd_sc_hd__ha_1 (8.5%)

[final_timing]
slew-limit-headroom_pct = 35.8
timing_worst_slew_pin_value_ps = 954
finalHoldWorstSlack_ps = 480
finClkSkew_ps = 7.08
final_hold_viol_count = 0
postLayoutSetupSlackWorst_ps = 227
grt_setup_unrepaired = false
setup_viol = 0
max_freq_mhz = 265
final_max_slew_viol_count = 0
finalCritPeriodShare_pct = 94.3
layout_min_cycle_time_ps = 3770
setup_tns_ps = 0

[placed_design]
sum_of_net_half_perimeters_after_detailed_placement_um = 4670
post_dp_cell_area_um2 = 3000
numPortBuffers = 8
numPlacedInstances = 410
dpl_worst_slack_ps = 285
finalWeightedCongestion = 0.912

[finish]
post_route_cells_drive_above_1_share_pct = 10.3
count_of_filler_cells_inserted_in_the_layout = 861
area_growth_pct = 10.8
ff_latch_area_um2 = 976
postLayoutCellArea_um2 = 3110
finalNonFillerCells = 418
layout.area.comb_um2 = 1700
finalCoreUtilization_pct = 35.0

[run]
max-cap-violations = 0
warning_count = 35

[routing]
drt-pass1-iter-count = 5
post-route-drc-count = 0
routed_wl_um = 6550
antenna_cells = 0
drtIter0Drc = 206
vias_per_cell = 5.34
vias = 2234
drt-wirelength-per-cell_um = 15.7
route.antenna.remaining_nets = 0

[global_routing]
globalRouteTotalUtil_pct = 15.0
largest_net_degree_at_the_start_of_global_routing = 28
overflow = 0
antenna_found_initial = 0
grt_first_pass_wirelength_um = 11300
vias_in_the_first_global_route = 2152

[die]
floorplan.core_util_pct = 31.5
core.rowCount = 34
die.size.y_um = 98.7
io_pins = 9
chip_area_um2 = 9740
placeable_area_um2 = 8890
floorplan.die.width_um = 98.7

[power]
power.total_mw = 0.719
power.static_leakage_nw = 1.27
share_clk_of_total_power_pct = 45.2
p_seq_share_pct = 53.7
power_density_nw_per_um2 = 231
power.net_switching_mw = 0.146
power.ir.vdd_worst_uv = 136
power.share.combinational_pct = 1.1
p_int_mw = 0.573
power.share.switching_pct = 20.3

[critical_path]
worst_setup_path_end_kind = flip-flop
cp_num_buf_inv = 1
crit_path_max_fanout = 10
crit_chain = nand2_1 > fa_1 > fa_1 > inv_1 > fa_1 > xnor2_1 > xnor2_1 > xnor2_1 > a21oi_2 > or3_4 > a2111oi_4
cp_data_required_time_ps = 4190
worst_r2r_path_depth = 11
timing.rr.end = state[6]$_DFFE_PP0P_
crit_path_top_delay_cell = sky130_fd_sc_hd__fa_1
crit-reg2reg-launch = counter[2]$_DFFE_PP0P_
critPathArrivalTime_ps = 3960
timing.reg2reg.setup_slack_ps = 230
cp_top_family = adder cells
worstSetupStartpointType = flip-flop
max_stage_delay_ps = 560
criticalPathCategory = flip-flop to flip-flop

[cts]
cts_made_buffers = 5
clkTransAtPathRegs_ps = 80
ctsHtreeMaxLevel = 2
cts_tree = built
insertion_delay_ps = 290
cts_root_buffer = sky130_fd_sc_hd__clkbuf_8
cts-resized-gates = 0
cts_post_setup_buffers_inserted = 0
clock_path_buffers = 2
number_of_hold_buffers_added_after_cts = 0
numClockSinks = 37

[hold_path]
worst_hold_stages = 1
startpoint_of_the_most_critical_hold_path = end_test_flag$_DFFE_PP0P_
hold-path-endpoint = end_test_flag$_DFFE_PP0P_
worst_hold_path_type = flip-flop to flip-flop
worst reg2reg max path, stage by stage, from the launching register on:
cell and delay [ps]:
sky130_fd_sc_hd__dfrtp_1 500, sky130_fd_sc_hd__nand2_1 110, sky130_fd_sc_hd__fa_1 470, sky130_fd_sc_hd__fa_1 560, sky130_fd_sc_hd__inv_1 60, sky130_fd_sc_hd__fa_1 430
sky130_fd_sc_hd__xnor2_1 150, sky130_fd_sc_hd__xnor2_1 270, sky130_fd_sc_hd__xnor2_1 180, sky130_fd_sc_hd__a21oi_2 160, sky130_fd_sc_hd__or3_4 470, sky130_fd_sc_hd__a2111oi_4 330
area by class of cell:
| cell class | count | area share [%] |
|---|---|---|
| inverters | 17 | 2.05 |
| clock buffers | 6 | 2.33 |
| well taps | 108 | 4.35 |
| clock inverters | 2 | 1.13 |
| repair buffers | 14 | 4.03 |
| flip-flops and latches | 37 | 31.4 |
| multi-input cells | 234 | 54.7 |
cells in the final DEF (no fill, tap or decap), drive strengths merged, types with 3 or more instances in the layout:
cell type and count:
a2111oi 3, nor2b 6, a31oi 4, nor2 28
inv 17, xor2 12, a222oi 6, xnor2 9
mux2i 3, nor4 3, o211ai 3, edfxtp 10
buf 6, or3 4, nor3 8, a211o 3
ha 19, dfrtp 27, a21oi 14, and2 7
fa 3, nand2 31, and3 4, nand3 12
nand2b 5, clkbuf 6, clkdlybuf4s50 8, o22ai 9
o21ai 13
layer usage:
metal	wire (um)	track usage [%]
met5	0	0
met4	68	1.38
met3	349	2.67
met2	2930	22.5
met1	3210	24.1
how the worst max path moves through the flow:
stage,depth (start not counted),startpoint,slack [ps],to
after global routing,11,counter[2]$_DFFE_PP0P_,20,state[4]$_DFFE_PP0P_
after CTS,11,counter[2]$_DFFE_PP0P_,230,state[6]$_DFFE_PP0P_
final,11,counter[2]$_DFFE_PP0P_,230,state[6]$_DFFE_PP0P_
sequential cells by signal, summed over array words and instances (netlist names):
signal	cells
add_2_n	6
counter	7
counter_ammount_i	6
div_n	4
end_test_flag	1
prev_counter_ammount_i	6
state	7
kinds of logic after synthesis:
family / after synthesis / synth area share, %
multiplexers: 4 / 1.47
XOR/XNOR: 21 / 6.83
AND/OR/NAND/NOR: 114 / 21.0
flip-flops: 37 / 34.8
AND-OR/OR-AND: 73 / 20.7
adder cells (fa/ha/maj): 22 / 10.6
buffers and inverters: 30 / 4.55
power by group through the flow:
stage / combinational (mW) / sequential (mW) / clock [mW]
4_1_cts: 0.00825 / 0.386 / 0.334
5_1_grt: 0.00898 / 0.386 / 0.349
6_report: 0.00763 / 0.386 / 0.325
Power figures rest on the tool's default switching activity, not on a simulated workload.
